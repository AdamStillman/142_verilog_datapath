<file path="./design.v">
`timescale 1ns / 1ns
module regFile(clk,reset, op1, op2, wrData, RegWrite, readReg1, readReg2);
output [15:0] op1, op2;
input [15:0] wrData; 
input RegWrite;
input clk, reset;
input [3:0] readReg1, readReg2;
reg [15:0] op1, op2;
reg [15:0] regfile[0:15];
always @(*)  
begin
	op1 = regfile[readReg1];
	op2 = regfile[readReg2];
end
always @(posedge clk or negedge reset)  
begin
	if (!reset)
	begin
		regfile[0] <= 16'h0000; 
		regfile[1] <= 16'h1F00;	
		regfile[2] <= 16'h0054;
		regfile[3] <= 16'hF70F;
		regfile[4] <= 16'hF07F;
		regfile[5] <= 16'h0048;
		regfile[6] <= 16'h0028;
		regfile[7] <= 16'h00FF;
		regfile[8] <= 16'hAAAA;
		regfile[9] <= 16'h0000;
		regfile[10] <= 16'h0000;
		regfile[11] <= 16'h0000;
		regfile[12] <= 16'hFFFF;
		regfile[13] <= 16'h0002;
		regfile[14] <= 16'hBE00;
		regfile[15] <= 16'hC400;	
	end
	else if (RegWrite)
	begin
		regfile[readReg1] <= wrData;
	end
end
endmodule
</file>
<file path="./run.sh">
#!/bin/bash
# OpenROAD 26Q1-2900-gdf79404cd8, Yosys 0.63+post, stock flow scripts
make -C /OpenROAD-flow-scripts/flow DESIGN_CONFIG=/design/flow/config.mk WORK_HOME=/design/flow/orfs finish
</file>
<file path="./config.mk">
export PLATFORM = sky130hd
export DESIGN_NAME = regFile
export DESIGN_NICKNAME = regFile
export VERILOG_FILES = /design/flow/design.v
export SDC_FILE = /design/flow/constraint.sdc
export NUM_CORES = 4
export LEC_CHECK = 1
export CORE_UTILIZATION = 40
</file>
<file path="./constraint.sdc">
current_design regFile

set clk_period 4.0
set clk_io_pct 0.2

create_clock -name clk0 -period $clk_period [get_ports {clk}]

set non_clock_inputs [all_inputs -no_clocks]
set_input_delay [expr $clk_period * $clk_io_pct] -clock clk0 $non_clock_inputs
set_output_delay [expr $clk_period * $clk_io_pct] -clock clk0 [all_outputs]
</file>
==> results.txt <==
fresh numbers from the pnr run: leakage power ~0.0070 uW, Vias/cell around 6.4, DR pass1 iterations 6, post-synthesis simple-gate area fraction 0.07428, fin crit period about 4000 ps, Comb power frac 0.215, vias approximately 12000, clk slew on worst S/H paths approximately 60 ps, Die H 189.6 um, status finished clean, Mapped Area roughly 14000 um^2, Tool Warnings 25, actual slew at the worst max-slew pin 743.8 ps, Placed Area 15970 um^2, port bufs a little under 60, top cells by area dfrtp_1, mux2_2, dfstp_2, a22oi_1, mux2i_1, Top FF cell, synth dfrtp_1, Top logic family multiplexers, DP Worst Slack -68.32 ps, Residual DRC 0, Comb area about 7000 um^2, grt ovf 0, area leader, netlist dfrtp_1, routed wire length approximately 53000 um, number of synthesized flops with an enable pin 0, Max Clock Freq ~0.25 GHz, global placer's final weighted congestion ~0.96, Worst Path Arrival ~3200 ps, CTS HTree Levels 1, Final Skew 0 ps, chip area between 30000 and 40000 um^2, relative slew slack 0.5041, Critical Path Start Type input port, largest net degree at the start of global routing 91, worst-path maximum fanout 19, row count a little under 70, synth warn 2, Net Sw Power ~2400 uW, Commonest Layout Cell mux2_2, post-route cell area between 15000 and 20000 um^2, yosys stat area ~14000 um^2, Filler cells 3078, kind of end point of the critical path output pin, clk sinks about 260, R2R depth 1, Post-Synth AOI/OAI Area 0.1672, internal power component about 5800 uW, number of global-route vias before repair 11542, average wire per standard cell 29.08 um, biggest regs regfile x256, worst IR drop on VDD approximately 0.34 mV, crit path kind input port to output pin, most numerous logic cells after layout mux2_2, dfrtp_1, buf_4, Clock power frac 0.314, Root Buffer clkbuf_16, total CTS buffers 28, Core Box Area ~35000 um^2, CTS tree done, HPWL Detailed about 35000 um, cycle use final 0.9927, Post-synth seq share 0.4617, final hold viol count 0, Post-DRT Antenna Nets 0, P per Cell Area between 400 and 500 nW/um^2, switching share of total power 0.2930, Flop pwr share 0.471, Max Transition Viols Final 0, Mapped Cells 1236, Setup WS post-layout 29.01 ps, clock latency (worst-skew pair) ~560 ps, yosys xor share 0, Adder Share, Synth 0, Hold/Removal Path Class input port to async pin, Detailed Route Iter0 Violations 1078, asr flop ratio synth 1.000, flops out of synthesis roughly 260, antenna violations before repair 1, Most flops, register regfile, Placed Instances approximately 1800, MaxCap Viol Count 0, max FFs per register 256, WP data required between 3000 and 4000 ps, number of cells in Yosys stat between 1000 and 1500, Flop area around 6500 um^2, P&R area growth vs syn 20.52%, RSZ-0062 raised after global routing false, total track usage 0.3126, post-synthesis cell type count 62, # setup viols final 0, mux share 0.2546, area fraction of the dominant cell type after synthesis 0.3199, Non-Filler Instances roughly 1800, die width 189.6 um, layout cells sized above 1 0.4032, global-route wire length before repair approximately 78000 um, Init Core Util 0.4066, Max Root-Sink Buffers 3, Avg Inst Size Synth between 10 and 15 um^2, Boundary Pins 59
==> logic make-up (layout without fill, tap and decap cells) <==
kind of cell | Yosys count | after routing
muxes | 324 | 324
AOI/OAI and AO/OA | 316 | 316
DFF | 256 | 256
and+or+nand+nor | 218 | 218
buffers and inverters | 122 | 265
other | 0 | 1
==> path summary, 6_finish.rpt <==
check,startpoint,endpoint,slack [ps]
worst max-delay path,readReg1[2],op1[7],30
worst min-delay path,reset,regfile[9][13],180
worst max register to register,regfile[15][13],regfile[15][13],3160
worst min register to register,regfile[8][0],regfile[8][0],510
max in group asynchronous,reset,regfile[8][0],2740
min in group clk0,regfile[8][0],regfile[8][0],510
==> power groups by stage <==
stage / logic [uW] / clock network (uW) / registers (uW)
after CTS: 1750 / 2640 / 3880
after global routing: 1910 / 2730 / 3960
final: 1770 / 2600 / 3890
==> layer usage <==
metal  GRT usage  vias up  wire, um
met5           0        -         0
met4      0.1272        0      2819
met3      0.1081      188      5910
met2      0.4529      667     23190
met1      0.4407     5882     21430
li1            -     4946         -
==> what timing repair did <==
| item | CTS | global route |
|---|---|---|
| hold buffers | 0 | 0 |
| setup endpoints to repair | 2 | 14 |
| resized | 2 | 13 |
| cloned | 0 | 2 |
| setup buffers | 0 | 0 |
| pin swaps | 0 | 3 |
==> final cells by class <==
class                      count  share of cell area
timing repair buffer         196              0.1107
tap                          455             0.03355
sequential                   256              0.3831
clock inverter                 7            0.004350
inverter                      17            0.003760
clock buffer                  45             0.04977
multi-input combinational    858              0.4146
antenna                        1           0.0001475
==> critical path: stages <==
cell and delay [ps]:
buf_2 400, buf_4 330, or2_1 240, nor2_2 100
buf_12 160, a221o_1 300, o32a_1 390, clkdlybuf4s50_1 410
==> stage by stage <==
stage	total power, uW	TNS [ps]	utilization	hold WS, ps
2_1_floorplan	4831	0	-	475.4
3_3_place_gp	5620	-80.92	0.4613	495.4
3_5_place_dp	5648	-68.32	0.4613	499.2
4_1_cts	8272	0	0.4879	203.3
5_1_grt	8604	0	0.4901	231.9
6_report	8260	0	0.4901	179.9
==> cell usage after synthesis, types with 9 or more instances <==
library cell  count
mux2_2          256
dfrtp_1         180
a22oi_1          84
dfstp_2          76
nor2_1           68
nand2_1          64
mux2i_1          51
o21ai_0          48
clkbuf_1         46
buf_2            37
o22ai_1          36
nor3_1           19
a21oi_1          17
mux2_1           17
o32a_1           17
a22o_1           16
buf_4            16
inv_1            16
a32o_1           15
a31oi_1          14
nand3_1          14
a211o_1          12
nor2_2           12
a221o_1          10
o2bb2ai_1        10
nand2b_1          9
Power and IR drop assume default switching activity.
