File: flow/config.mk
export PLATFORM = sky130hd
export DESIGN_NAME = memoryModule2
export DESIGN_NICKNAME = memoryModule2
export VERILOG_FILES = /design/flow/design.v
export SDC_FILE = /design/flow/constraint.sdc
export NUM_CORES = 4
export LEC_CHECK = 1
export CORE_AREA = 10 10 70 70
export DIE_AREA = 0 0 80 80
File: flow/constraint.sdc
current_design memoryModule2

set clk_period 4.1
set clk_io_pct 0.2

create_clock -name clk0 -period $clk_period [get_ports {clk}]

set non_clock_inputs [all_inputs -no_clocks]
set_input_delay [expr $clk_period * $clk_io_pct] -clock clk0 $non_clock_inputs
set_output_delay [expr $clk_period * $clk_io_pct] -clock clk0 [all_outputs]
File: flow/design.v
`timescale 1ns / 1ns
module memoryModule2(readData, readAddress, clk, reset);
output [15:0] readData;
input clk, reset;
input [15:0]readAddress;
reg [15:0] readData;
reg [15:0] Memory[0:29];  
always @(*)  
begin
		readData = Memory[(readAddress/2)];
end
always @(posedge clk or negedge reset)  
begin
	if (!reset)
	begin
		Memory[0] <= 16'h0120;
		Memory[1] <= 16'h0121;
		Memory[2] <= 16'h09E2;
		Memory[3] <= 16'h0EF2;
		Memory[4] <= 16'h0564;
		Memory[5] <= 16'h0155;
		Memory[6] <= 16'h0001;
		Memory[7] <= 16'h0448;
		Memory[8] <= 16'h0449;
		Memory[9] <= 16'h062B;
		Memory[10] <= 16'h063A;
		Memory[11] <= 16'h6704;
		Memory[12] <= 16'h0B10;
		Memory[13] <= 16'h4705;
		Memory[14] <= 16'h0B20;
		Memory[15] <= 16'h5702;
		Memory[16] <= 16'h0110;
		Memory[17] <= 16'h0110;
		Memory[18] <= 16'h8890;
		Memory[19] <= 16'h0880;
		Memory[20] <= 16'hC892;
		Memory[21] <= 16'h8A92;
		Memory[22] <= 16'h0CC0;
		Memory[23] <= 16'h0DD1;
		Memory[24] <= 16'h0CD0;
		Memory[25] <= 16'hEFFF;
		Memory[26] <= 16'h0000;
		Memory[27] <= 16'h0000;
		Memory[28] <= 16'h0000;
		Memory[29] <= 16'h0000;
	end
	else  
	begin
		Memory[29] <= 16'h0000;
	end
end
endmodule
File: flow/run.sh
#!/bin/bash
# OpenROAD 26Q1-2900-gdf79404cd8, Yosys 0.63+post, stock flow scripts
make -C /OpenROAD-flow-scripts/flow DESIGN_CONFIG=/design/flow/config.mk WORK_HOME=/design/flow/orfs finish
==> notes.md <==
yosys + openroad results -> Adder Share, Synth 1.860%, post-CTS setup buffers 0, Cell Type Count 34, crit share post-route about nine tenths, M1 wire length just under 900 um, pin count of the biggest net entering global routing 20, drt total wl 1.840 mm, Seq/Total Area, Yosys 0%, Met2 Wirelength 838 um, top layer in use met3, hpwl dp 1.357 mm, RSZ-0062 raised after global routing false, worst-margin pin slew 0.5974 ns, post-DR vias/cell roughly 4.6, status completed, GR Overflow Total 0, port buffer count 21, met3 WL post-DR 109 um, WL per Instance roughly 12 um, Vias 677, Boundary Pins 34, setup ws final 0.3982 ns, Peak VDD IR 0.03224 mV, Yosys chip area 538.0 sq um, Final Hold Viols 0, dpl ws approximately 0.44 ns, Setup Crit Path Kind input pin to output pin, Max Cap Viol 0, # rows 21, first-pass iteration count of the detailed router 4, critical path, cell by cell clkdlybuf4s50_1, nor3b_1, o21ai_1, o311ai_1, clkdlybuf4s50_1, post-CTS resize count 0, DIE AREA 6400 sq um, xor/xnor share 3.256%, Routed Antenna Nets 0, Cell Area, Synth 538.0 sq um, tool warning count 40, Synth-to-Final Area Change 45.81%, finished layout cell area approximately 780 sq um, final core utilization a little under a quarter, Layout fillers 402, proportion of layout cells with a drive suffix above 1 7.843%, Post-CTS Hold Buffers 0, ys cells 87, routability cong. 0.8806, worst-path maximum fanout 18, die height approximately 80 um, die width 80 um, Setup TNS 0 ns, register area 0 sq um, CP max-delay cell clkdlybuf4s50_1, Mean Syn Cell Area about 6 sq um, warnings from Yosys 2, core box area 3416 sq um, vias in the first global route 614, Post-Syn Instances 87, most frequent CP cell clkdlybuf4s50_1, Final Setup Violations 0, Slew Limit Fails 0, CP required ~3.3 ns, first-pass GRT wire length 3.098 mm, Critical Path End Type output pin, Tot Pwr about 0.000082 W, ANT cells 0, largest stage delay on the critical path between 0.8 and 0.9 ns, Simple-Gate Area Share 34.65%, AO/OA Area Share 42.56%, Mux area share 4.651%, critical path arrival around 2.9 ns, initial antenna violation count 0, Cell Area, Placed about 800 sq um, flop count 0, P_leak around 0.27 nW, PD cells roughly 100 nW/um^2, drt initial violations 25, Initial Util 15.75%, Max-slew headroom between 60% and 70%, Hold Path Class input pin to output pin, GR Util All Layers 5.726%, Top non-seq family AND-OR/OR-AND gates, Max Fclk 270.1 MHz, CLK BUF 0, minimum clock period 3.702 ns, crit start category input pin, # DRC 0
placed cells by master, fill, tap and decap left out:
master / instances
o22ai_1: 2
buf_4: 5
nand4b_1: 1
a211oi_1: 2
a21boi_1: 3
o211ai_1: 3
mux2_4: 1
xnor2_1: 2
and3b_1: 1
a221o_1: 2
a2bb2oi_1: 1
clkinv_1: 1
nor3b_1: 2
and3_1: 1
nor2b_1: 4
clkdlybuf4s50_1: 21
a32oi_1: 1
mux2i_1: 1
o221ai_1: 1
and2b_1: 2
inv_2: 2
or3b_1: 1
nand2_1: 8
nor2_1: 6
o21ai_1: 7
o21a_1: 1
maj3_1: 1
nand2b_1: 3
nand3b_1: 3
nor3_1: 1
o311ai_1: 2
o21ai_0: 4
a21oi_1: 6
layer usage:
layer	vias to the layer above	GRT usage [%]
met1	305	8.240
met4	0	0
li1	354	-
met2	18	9.069
met3	0	1.136
met5	-	0
cell families (layout without fill, tap and decap cells):
| logic type | count (synthesis) | in the layout |
|---|---|---|
| AOI/OAI and AO/OA | 35 | 35 |
| and+or+nand+nor | 33 | 33 |
| buffers and inverters | 14 | 29 |
| adders and majority gates | 1 | 1 |
| muxes | 2 | 2 |
| xor gates and xnor gates | 2 | 2 |
stage by stage:
stage | cells | hold slack [ns]
3_3_place_gp | 148 | 2.692
3_5_place_dp | 148 | 2.693
6_report | 148 | 2.675
4_1_cts | 148 | 2.701
5_1_grt | 148 | 2.732
2_1_floorplan | 87 | 1.751
critical path: cells and delay by family:
family                 cells  cell delay (ns)
AOI/OAI and AO/OA          2             0.28
buffers and inverters      2             1.35
and+or+nand+nor            1             0.43
area by class of cell:
| cell class | count | area [sq um] | area share (%) |
|---|---|---|---|
| multi-input combinational | 73 | 467.9 | 59.65 |
| timing repair buffer | 26 | 247.7 | 31.58 |
| tap | 46 | 57.56 | 7.337 |
| inverter | 3 | 11.26 | 1.435 |
worst paths after layout:
check	from	cells after the start	to	slack, ns
worst max-delay path	readAddress[4]	5	readData[11]	0.40
worst min-delay path	readAddress[1]	4	readData[3]	2.67
where the power goes:
| group | switching, W | internal, W | total (W) |
|---|---|---|---|
| logic | 0.0000358 | 0.0000463 | 0.0000821 |
| registers | 0 | 0 | 0 |
| clock network | 0 | 0 | 0 |
cell usage after synthesis, types with 2 or more instances:
| cell | instances | area share [%] |
|---|---|---|
| nand3b_1 | 3 | 4.2 |
| a221o_1 | 2 | 3.7 |
| nand2b_1 | 3 | 3.5 |
| xnor2_1 | 2 | 3.3 |
| nor3b_1 | 2 | 2.8 |
| a211oi_1 | 2 | 2.8 |
| o21ai_0 | 4 | 3.7 |
| o311ai_1 | 2 | 3.3 |
| buf_2 | 8 | 7.4 |
| o21ai_1 | 7 | 6.5 |
| nor2b_1 | 4 | 4.7 |
| clkbuf_1 | 2 | 1.4 |
| nor2_1 | 6 | 4.2 |
| and2b_1 | 2 | 2.8 |
| o211ai_1 | 3 | 4.2 |
| o22ai_1 | 2 | 2.3 |
| inv_2 | 2 | 1.4 |
| a21boi_1 | 3 | 4.2 |
| a21oi_1 | 6 | 5.6 |
| nand2_1 | 8 | 5.6 |
No activity file was given, so power comes from the tool's default toggle rates.
