`config.mk`:
```
export PLATFORM = sky130hd
export DESIGN_NAME = memoryModule
export DESIGN_NICKNAME = memoryModule
export VERILOG_FILES = /design/flow/design.v
export SDC_FILE = /design/flow/constraint.sdc
export NUM_CORES = 4
export LEC_CHECK = 1
export CORE_UTILIZATION = 30
```
`constraint.sdc`:
```
current_design memoryModule

set clk_period 38.1
set clk_io_pct 0.2

create_clock -name clk0 -period $clk_period [get_ports {clk}]

set non_clock_inputs [all_inputs -no_clocks]
set_input_delay [expr $clk_period * $clk_io_pct] -clock clk0 $non_clock_inputs
set_output_delay [expr $clk_period * $clk_io_pct] -clock clk0 [all_outputs]
```
`design.v`:
```
module memoryModule(MemRead, MemWrite, readData, writeData, readAddress, writeAddress, clk, reset);
output [15:0] readData;
input MemRead, MemWrite;
input clk, reset;
input [15:0] writeData, writeAddress, readAddress;
integer i;
reg [15:0] readData;
reg [15:0] Memory[0:99];  
always @(*)  
begin
	if (MemRead)
	begin
		readData = Memory[(readAddress/2)];
	end
	else
	begin
		readData = 16'hxxxx;
	end
end
always @(posedge clk or negedge reset)  
begin
	if (!reset)
	begin
		Memory[0] <= 16'h1BCD;
		for (i = 1; i < 99; i = i + 1)
		begin
			Memory[i] <= 16'h0000;
		end
	end
	else if (MemWrite)
	begin
		Memory[(writeAddress/2)] <= writeData;
	end
end
endmodule
```
`run.sh`:
```
#!/bin/bash
# OpenROAD 26Q1-2900-gdf79404cd8, Yosys 0.63+post, stock flow scripts
make -C /OpenROAD-flow-scripts/flow DESIGN_CONFIG=/design/flow/config.mk WORK_HOME=/design/flow/orfs finish
```
==> results_dict.tcl <==
# collected from the flow reports
set metrics [dict create \
    yosys_cells 5529 \
    finalClockSkew_ns 0 \
    grt.overflow.total 0 \
    slew_viol_final 2 \
    wirelength_um 331600 \
    cp_slowest_stage_delay_ns 1.29 \
    grt_pass1_wl_um 454600 \
    io_pins 68 \
    fin_crit_ns 20.71 \
    async_flop_share_pct 99.00 \
    clk_latency_ns 0.82 \
    fill_cells 22780 \
    synth_warnings 2 \
    power.switching_uw 993.8 \
    wl_per_cell_um 37.60 \
    setup_violations 0 \
    place_congestion 1.024 \
    cp_num_buf_inv 5 \
    post-cts-setup-buffers 0 \
    hp-class "reg2reg" \
    critPathCaptureType "primary output" \
    pwr-share-comb_pct 8.6 \
    p_int_mw 2.980 \
    largest_reg_flops 1600 \
    track_usage_pct 28.30 \
    mappedNetlistArea_um2 72100 \
    p_leak_nw 37.46 \
    power.density_nw_per_um2 48.05 \
    top_register "Memory" \
    edf_count 16 \
    switching_share_pct 25.01 \
    fmax_ghz 0.04828 \
    required_ns 30.48 \
    clockBufferDepth 3 \
    clk_pin_slew_ns 0.05 \
    netlist-cell-type-count 81 \
    cts_resized 0 \
    area_growth_syn_to_layout_pct 14.69 \
    via_per_inst 6.098 \
    rows 179 \
    clock_sinks 1600 \
    final.setup.tns_ns 0 \
    violations "capacitance limit, slew limit" \
    syn_avg_cell_area_um2 13.04 \
    largestRegisters "Memory x1600" \
    cpMostUsedCell "buf_4" \
    tightest_slew_ns 1.515 \
    crit_chain "buf_2, buf_4, or3_2, buf_4, o22ai_1, or4_1, nor4_1, buf_4, a31oi_1, clkdlybuf4s50_1" \
    grt_pass1_vias 53330 \
    clkPwrFrac_pct 43.5 \
    rsz0062_at_grt "no" \
    peakVddDrop_uv 51.40 \
    placed_area_um2 76850 \
    io_buffers 48 \
    warning_count 65 \
    yosys_area_um2 72100 \
    drtIter0Drc 4840 \
    die_area_um2 242300 \
    place.detailed.hpwl_um 204100 \
    critPathMaxFanout 24 \
    antenna_found_initial 28 \
    synthCells 5529 \
    tritoncts "built" \
    numCtsBuffers 171 \
    die_height_um 492.3 \
    vias 53780 \
    die_width_um 492.3 \
    pwr-share-seq_pct 47.9 \
    core_region_area_um2 238300 \
    yosysSeqAreaShare_pct 55.66 \
    ff_type "dfrtp_1" \
    drive_gt1_share_pct 41.44 \
    htreeDepth 4 \
    drv_cap 1 \
    crit_path_start_kind "primary input" \
    cp_top_family "simple AND/OR/NAND/NOR gates" \
    path_class "in2out" \
    worstPathArrival_ns 13.09 \
    status "finished, violations left" \
    fin_area_um2 82700 \
    grt_max_degree 134 \
    cts_hold_buf 0 \
    firstDrtPassIters 19 \
    crit_slowest_cell "nor4_1" \
    hold_violations 0 \
    ys.flops 1600 \
    fp-utilization_pct 30.26 \
    drt.antenna.violating_nets 0 \
    cts-root-buf "clkbuf_16" \
    drcViolationCount 0 \
    fin_crit_sh_pct 54.37 \
    relSlewSlack_pct -1.910 \
]
==> cell usage in the layout, fill, tap and decap left out, drive strengths merged, types with 23 or more instances in the layout <==
cell	netlist	layout
a21oi	59	59
a221oi	24	24
a222oi	46	46
a22o	46	46
a22oi	320	320
a31oi	32	32
a32oi	48	48
buf	223	327
clkbuf	339	268
clkdlybuf4s50	0	24
clkinv	0	23
dfrtp	1575	1575
mux2	1626	1626
mux2i	28	28
nand2	81	81
nand3	397	397
nand4	120	120
nor2	141	141
nor4	52	52
o22ai	62	62
or4	25	25
==> cells in the mapped netlist (38+ instances only) <==
library cell	count	area share, %
mux2_2	1625	25
dfrtp_1	1575	55
nand3_1	397	2.8
clkbuf_1	339	1.8
a22oi_1	319	3.3
buf_2	163	1.1
nor2_1	141	0.73
nand4_1	120	1.0
nand2_1	80	0.42
o22ai_1	62	0.54
a21oi_1	59	0.41
nor4_1	51	0.44
a32oi_1	48	0.58
a222oi_1	46	0.64
a22o_1	46	0.56
buf_1	38	0.20
==> layout make-up <==
cell class              instances  area [µm²]  share of cell area, %
flip-flops and latches       1600       40130                  48.53
multi-input cells            3363       29880                  36.13
clock buffers                 268        5157                  6.237
well taps                    3167        3963                  4.792
repair buffers                351        2858                  3.456
clock inverters                46       639.4                 0.7731
diodes                         21       52.55                0.06355
inverters                       4       15.01                0.01816
==> kinds of logic after synthesis <==
group | synth area share (%)
muxes | 25.81
DFF | 55.66
and+or+nand+nor | 7.226
AOI/OAI and AO/OA | 7.897
buffers and inverters | 3.396
xor gates and xnor gates | 0.01215
==> final timing paths <==
path	startpoint	cells past startpoint	slack (ns)	endpoint
min reg2reg	Memory[63][8]	1	0.50	Memory[63][8]
min in group asynchronous	reset	1	6.75	Memory[47][10]
max reg2reg	Memory[96][1]	1	37.26	Memory[96][1]
max in group asynchronous	reset	8	25.80	Memory[66][4]
max	readAddress[7]	10	17.39	readData[8]
min	Memory[63][8]	1	0.50	Memory[63][8]
==> stage by stage <==
step                      setup WS (ns)  util (%)  total power [mW]  instances  hold slack [ns]
after floorplan                   20.98         -             2.107       5529           0.4706
after global placement            17.65     32.25             2.252       8485           0.4786
after detailed placement          17.64     32.25             2.266       8485           0.4877
after CTS                         17.63     34.68             3.974       8799           0.5005
after global routing              17.50     34.68             4.081       8800           0.5103
final                             17.39     34.70             3.974       8820           0.4985
==> power by group through the flow <==
stage / clock network [mW] / logic [mW] / registers [mW]
CTS: 1.74 / 0.335 / 1.90
global route: 1.80 / 0.358 / 1.92
finish: 1.73 / 0.342 / 1.90
==> per-layer routing <==
layer | part of all wire, % | vias up | wire length [µm] | track usage, %
li1 | - | 20760 | - | -
met1 | 35 | 28200 | 115700 | 33.18
met2 | 40 | 3601 | 134100 | 37.66
met3 | 16 | 1172 | 54030 | 19.02
met4 | 8.1 | 52 | 26820 | 18.03
met5 | 0.29 | - | 965 | 0.9589
Power figures rest on the tool's default switching activity, not on a simulated workload.
